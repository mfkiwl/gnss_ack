--- flow/config.mk ---
export PLATFORM = sky130hd
export DESIGN_NAME = cacode_arb_phi_omega
export DESIGN_NICKNAME = cacode_arb_phi_omega
export VERILOG_FILES = /design/flow/design.v
export SDC_FILE = /design/flow/constraint.sdc
export NUM_CORES = 4
export LEC_CHECK = 1
export CORE_AREA = 10 10 113 113
export DIE_AREA = 0 0 123 123
--- flow/constraint.sdc ---
current_design cacode_arb_phi_omega

set clk_period 4.7
set clk_io_pct 0.2

create_clock -name clk0 -period $clk_period [get_ports {clk}]

set non_clock_inputs [all_inputs -no_clocks]
set_input_delay [expr $clk_period * $clk_io_pct] -clock clk0 $non_clock_inputs
set_output_delay [expr $clk_period * $clk_io_pct] -clock clk0 [all_outputs]
--- flow/design.v ---
module CACODE (
    input  wire        rst,
    input  wire        clk,
	input  wire        rd,
	input  wire        set_reg,
	input  wire [9:0]  g1_init,
    input  wire [9:0]  g2_init,
    input  wire [4:1]  T0,
	input  wire [4:1]  T1,
    output wire        chip
);
	reg [10:1] g1, g2;
    always @ (posedge clk or negedge rst)
        if (!rst) begin
            g1 <= 10'b1111111111;
            g2 <= 10'b1111111111;
		end
		else if (set_reg)
		begin
			g1 <= g1_init;
			g2 <= g2_init;
        end
		else
		begin
			if (rd)
			begin
				g1[10:1] <= {g1[9:1], g1[3] ^ g1[10]};
				g2[10:1] <= {g2[9:1], g2[2] ^ g2[3] ^ g2[6] ^ g2[8] ^ g2[9] ^ g2[10]};
			end
		end
    assign chip = (g1[10] ^ g2[T0] ^ g2[T1]);
endmodule
module cacode_arb_phi_omega
(
	input wire clk,
	input wire rst,
	input wire [9:0] g1,
	input wire [9:0] g2,
	input wire set_reg,
	input wire [4:1] T0,
	input wire [4:1] T1,
	input wire [8:0] nco_omega,
	output wire chip
);
logic [8:0] phase;
logic rd;
always_ff @(posedge clk or negedge rst)
begin
	if (!rst) phase <= 20'b0;
	else
	begin
		if (set_reg) phase <= 20'b0;
		else {rd, phase} <= phase + nco_omega;
	end
end
CACODE uut (
    .rst(rst),
    .clk(clk),
	.rd(rd),
	.set_reg(set_reg),
    .g1_init(g1),
    .g2_init(g2),
    .T0(4'd2),
    .T1(4'd6),
    .chip(chip)
);
endmodule
--- flow/run.sh ---
#!/bin/bash
# OpenROAD 26Q1-2900-gdf79404cd8, Yosys 0.63+post, stock flow scripts
make -C /OpenROAD-flow-scripts/flow DESIGN_CONFIG=/design/flow/config.mk WORK_HOME=/design/flow/orfs finish
==> Changelog: implementation <==
## Flow update

- CP startpoint: nco_omega[0]
- Most frequent cell after synthesis: nand2_1
- Final tally of max-slew violations: 0
- Final setup viols: 0
- Initial antenna violation count: 0
- Max-slew headroom: 69.7%
- Layout cells sized above 1: 16.8%
- Met2 Use GR: around 8.3%
- Critical path, cell by cell: clkdlybuf4s50_1 > ha_1 > inv_1 > fa_1 > nor2b_4 > o2111ai_2 > nand4b_1 > o31ai_2 > mux2_1
- Hold WS: approximately 0.56 ns
- Flop2flop setup slack: between 2 and 3 ns
- Fin Setup TNS: 0 ns
- Arr. time, crit path: about 3 ns
- DIE AREA: about 15,000 um2
- Fill count: between 1,000 and 1,500
- Drt via density: approximately 3.7
- Nature of the critical path endpoint: register
- Port Buffer Count: 32
- Ys cells: 163
- Crit path time final: 2.79 ns
- Worst-margin pin slew: 0.455 ns
- Largest stage delay on the critical path: between 0.4 and 0.5 ns
- Reg-to-reg critical path endpoint: phase[8]
- Site Rows: 37
- Met3 usage: 1.48%
- HP Class: register to register
- Async SR Flop Fraction: a little over nine tenths
- CTS buffer count: 5
- ANT nets after route: 0
- Cell Int Power: about 0.65 mW
- Clock root buffer: clkbuf_8
- Status: finished clean
- Mapped Area: between 1500 and 2000 um2
- Routed len/inst: 11.2 um
- Largest net degree at the start of global routing: 52
- Clock latency (worst-skew pair): between 0.2 and 0.3 ns
- Clock Tree Buf Depth: 2
- Vias in the first global route: roughly 1,300
- Die Wd: 123 um
- Setup bufs post-CTS: 0
- CP Depth: 9
- Most common library cells after synthesis: nand2_1, o21ai_0, dfstp_2, mux2i_1
- Worst path slowest cell: clkdlybuf4s50_1
- DRT Wirelength: between 3000 and 4000 um
- GR Overflow Total: 0
- Core Area: between 10,000 and 15,000 um2
- WP data required: between 4 and 5 ns
- Layout area overhead: 35.6%
- Fin crit share: 59.3%
- Final Hold Vio Count: 0
- FMAX: 0.359 GHz
- Clk network pwr share: around 29%
- CP Capture Point: phase[8]
- Mean Syn Cell Area: 10.2 um2
- CP Class: input port to register
- Sw Share: between 20% and 30%
- Delay-heaviest family, CP: adder cells
- GPL Wtd Cong: roughly 0.83
- EDFF count, synth: 1
- Sink Count: 30
- Clk slew on worst S/H paths: 0.07 ns
- RSZ-0062 raised after global routing: false
- Most crowded layer after global routing: met2
- # diodes: 0
- First-pass DRT Iterations: 2
- Crit Reg-Reg Startpoint: phase[0]
- GRT Overall Usage: 4.94%
- Yosys top cell by area: dfstp_2
- FF+latch count, synth: 30
- Psw: 0.260 mW
- Yosys Chip Area: ~1700 um2
- Placed wire-length estimate: approximately 2800 um
- Sequential Power Share: just under 40%
- Register area share after synthesis: a little under half
- PostCTS Resize Cnt: 0
- CP max FO: 3
- M1 GR Usage: between 6 and 7%
- Yosys Warn Count: 2
- Ys flop type: dfstp_2
- Critical path buffers and inverters: 2
- Static Leakage: 0.912 nW
- Worst setup SP type: input port
- Fp util: around 16%
- Peak VDD IR: 208 uV
- Cells after Synth: between 150 and 200
- Pwr/cell area: 402 nW/um2
- Drt drc: 0
- CTS tree: yes
- Global-route wire length before repair: around 6100 um
- Worst Reg-to-Reg Cells: 8
- Log Warnings: 33
- Vias: 1,216
- Worst clock skew: 0.00591 ns
- First DRT Iteration DRCs: 33
- # Max-Cap Violations: 0
- Biggest area cells: dfstp_2, dfrtp_1, mux2i_1
- CTS Hold Bufs: 0
- Distinct lib cells used: 30
- Post-synth top area share: around a third
- IO Count: between 40 and 50
- Die height: approximately 120 um
- Htree depth: 2
- Combinational share of power: between 30% and 40%
## worst min-delay path by stage
stage	start	endpoint	cells past startpoint
CTS	uut.g2[4]	uut.g2[4]	2
global route	uut.g1[5]	uut.g1[5]	2
finish	uut.g2[4]	uut.g2[4]	2
## flip-flops by register name, indices dropped and copies added (netlist names)
register	count
phase	9
rd	1
uut.g1	10
uut.g2	10
## kinds of logic (layout without fill, tap and decap cells)
family | Yosys count | in the layout | share of synthesized area (%)
simple gates | 45 | 45 | 12.2
compound gates | 36 | 36 | 12.6
flops | 30 | 30 | 46.8
mux | 20 | 20 | 12.1
xor+xnor | 11 | 11 | 5.78
buf+inv | 11 | 45 | 2.63
fa+ha+maj | 10 | 10 | 7.95
## layout make-up
cell class | count | area (um2) | share of cell area [%]
sequential | 30 | 781 | 34.5
tap | 136 | 170 | 7.53
multi-input combinational | 122 | 843 | 37.3
inverter | 3 | 11.3 | 0.498
timing repair buffer | 35 | 343 | 15.2
clock inverter | 1 | 30.0 | 1.33
clock buffer | 6 | 82.6 | 3.65
## placed cells by master, fill, tap and decap left out, types with 2 or more instances in the layout
| cell type | instances |
|---|---|
| nand2b_1 | 2 |
| nor2_1 | 9 |
| buf_4 | 3 |
| o21ai_1 | 2 |
| inv_1 | 3 |
| xor2_1 | 3 |
| clkdlybuf4s50_1 | 32 |
| dfstp_2 | 20 |
| a211oi_1 | 2 |
| clkbuf_8 | 6 |
| nand2_1 | 25 |
| ha_1 | 9 |
| o21ai_0 | 24 |
| xnor2_1 | 8 |
| nor3_1 | 2 |
| mux2i_1 | 19 |
| nor2b_1 | 4 |
| a21oi_1 | 3 |
| dfrtp_1 | 9 |
## worst register-to-register path, cell delays in order, from the launching register on
cell and delay (ns):
dfrtp_1 0.36, ha_1 0.23, inv_1 0.08, fa_1 0.22
nor2b_4 0.06, o2111ai_2 0.16, nand4b_1 0.18, o31ai_2 0.23
mux2_1 0.35
## power groups by stage
stage / clock network, mW / logic [mW] / registers (mW)
final: 0.265 / 0.290 / 0.353
after global routing: 0.290 / 0.330 / 0.360
after CTS: 0.280 / 0.295 / 0.354
## per-stage QoR
step / std cells / setup WS [ns] / utilization (%) / power, mW / area, um2
2_1_floorplan: 163 / 2.27 / - / 0.567 / 1670
3_3_place_gp: 326 / 1.66 / 20.8 / 0.642 / 2150
3_5_place_dp: 326 / 1.65 / 20.8 / 0.650 / 2150
4_1_cts: 333 / 1.93 / 21.9 / 0.929 / 2260
5_1_grt: 333 / 1.84 / 21.9 / 0.980 / 2260
6_report: 333 / 1.91 / 21.9 / 0.908 / 2260
## layer usage
| metal | part of all wire, % | up-vias |
|---|---|---|
| li1 | - | 628 |
| met1 | 47 | 560 |
| met2 | 47 | 23 |
| met3 | 4.8 | 5 |
| met4 | 1.1 | 0 |
| met5 | 0 | - |
Power and IR drop assume default switching activity.
