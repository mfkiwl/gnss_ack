$ cat flow/run.sh
#!/bin/bash
# OpenROAD 26Q1-2900-gdf79404cd8, Yosys 0.63+post, stock flow scripts
make -C /OpenROAD-flow-scripts/flow DESIGN_CONFIG=/design/flow/config.mk WORK_HOME=/design/flow/orfs finish
$ cat flow/config.mk
export PLATFORM = sky130hd
export DESIGN_NAME = bsram_18k_36
export DESIGN_NICKNAME = bsram_18k_36
export VERILOG_FILES = /design/flow/design.v
export SDC_FILE = /design/flow/constraint.sdc
export NUM_CORES = 4
export LEC_CHECK = 1
export CORE_UTILIZATION = 40
export SYNTH_MEMORY_MAX_BITS = 65536
$ cat flow/constraint.sdc
current_design bsram_18k_36

set clk_period 214.5
set clk_io_pct 0.2

create_clock -name clk0 -period $clk_period [get_ports {CLK}]

set non_clock_inputs [all_inputs -no_clocks]
set_input_delay [expr $clk_period * $clk_io_pct] -clock clk0 $non_clock_inputs
set_output_delay [expr $clk_period * $clk_io_pct] -clock clk0 [all_outputs]
$ cat flow/design.v
module bsram_18k_36
(
    output logic [35:0] DO,
    input logic [35:0] DI,
    input logic [13:0] AD,
    input logic WRE,
    input logic CE,
    input logic CLK,
    input logic RESET
);
logic [35:0] ram [0:511];
always_ff @(posedge CLK)
begin
    if (WRE == 1'd1)
    begin
        ram[AD[13:5]] <= DI;
    end
    else
    begin
        DO <= ram[AD[13:5]];
    end
end
endmodule
==> summary.rpt <==
RUN METRICS
----------------------------------------------------
[Synth]
  Dominant Register Cell ........................ sky130_fd_sc_hd__edfxtp_1
  Yosys cell types ........................ 70
  Fraction of the yosys area taken by sequential cells ........................ 79.0%
  FFs w/ async S/R, synth ........................ 0%
  Yosys chip area ........................ 702000 µm²
  Synth Cell Area ........................ 702000 µm²
  Top-area cell share ........................ 79.0%
  Yosys cell count ........................ 31360
  Post-synthesis instance total ........................ 31360
  Cell type with the largest total area after synthesis ........................ sky130_fd_sc_hd__edfxtp_1
  Leading post-synthesis cells by cell area ........................ sky130_fd_sc_hd__edfxtp_1 (79%), sky130_fd_sc_hd__mux4_2 (13%), sky130_fd_sc_hd__mux2i_1 (2.6%)
  Synthesized area per cell ........................ 22.4 µm²
  Number of enable flip-flop cells ........................ 18468
  Yosys warnings ........................ 1
  Number of synthesized register bits ........................ 18468

[Clocking]
  Number of buffers inserted by hold repair at cts ........................ 0
  Clock root buffer ........................ sky130_fd_sc_hd__clkbuf_16
  Total clock buffers created by CTS ........................ 1854
  Clock-pin slew of the registers on the worst-case setup and hold paths ........................ 0.06 ns
  Buffers inserted during post-CTS setup optimization ........................ 0
  Clock Sinks ........................ 18468
  Post_cts resized ........................ 0
  Number of buffers on the longest clock path ........................ 6
  H-Tree Depth ........................ 7
  Insertion delay of the later-clocked pin in the worst-skew pair ........................ 1.45 ns
  CTS tree ........................ yes

[Final timing]
  Final-layout setup total negative slack ........................ 0 ns
  Skew final ........................ 0.112 ns
  Hold violation count in the final report ........................ 0
  Final Max-Slew Violation Tally ........................ 0
  Fmax ........................ 19.3 MHz
  Unrepaired setup endpoints after global routing ........................ false
  Transition time at the pin with the least slew margin ........................ 1.34 ns
  Minimum period implied by the final worst setup slack ........................ 51.89 ns
  Final cycle utilization of the critical path ........................ 24.2%
  Number of setup violations in the final report ........................ 0
  Final worst slack ........................ 162.61 ns
  Headroom to the max-slew limit ........................ 10.7%

[Routing]
  Drt total wl ........................ 2130000 µm
  Routed wire per std cell ........................ 36.2 µm
  Final routed DRC violation total ........................ 0
  Total number of vias ........................ 343023
  Number of design-rule violations left by the first detailed-router iteration ........................ 24155
  Remaining number of nets flagged by the antenna check after routing ........................ 0
  DR vias/cell ........................ 5.83
  Iteration count of the initial detailed-routing pass ........................ 8

[Die]
  Die height ........................ 1330 µm
  Die width ........................ 1330 µm
  Starting density of the core ........................ 40.1%
  Area enclosed by the die boundary ........................ 1760000 µm²
  IO Count ........................ 90
  Area of the core region ........................ 1750000 µm²
  Number of rows created at floorplan ........................ 486

[GRT]
  Number of antenna violations at the first check in global routing ........................ 211
  GRT Overall Usage ........................ 26.7%
  Wire length of the first global-routing pass ........................ 2930000 µm
  Overflow left after global routing ........................ 0
  Pin count of the biggest net entering global routing ........................ 140
  Via count of the first global-routing pass ........................ 376745

[Worst hold path]
  Path type of the worst min-delay path ........................ flip-flop to flip-flop
  Cell depth of the worst hold path ........................ 4
  Worst min-delay path endpoint ........................ DO[9]$_DFFE_PN_
  Launch instance of the worst min-delay path ........................ ram[408][9]$_DFFE_PP_

[Setup path]
  Critical path startpoint category ........................ input pin
  Required time at the worst-slack endpoint ........................ 215.59 ns
  Worst R2R Start ........................ ram[199][17]$_DFFE_PP_
  CP max FO ........................ 32
  Type of element capturing the critical path ........................ flip-flop
  Depth of the most critical reg-to-reg path ........................ 9
  Arrival time of data at the critical path endpoint ........................ 52.98 ns
  Worst Setup Path Type ........................ input pin to flip-flop
  Crit Reg-Reg Endpoint ........................ DO[17]$_DFFE_PN_
  Slack of the worst reg-to-reg path ........................ 209.54 ns

[Job]
  Tally of OpenROAD warnings ........................ 64
  Max capacitance violation total ........................ 0

[Power]
  Worst ir drop on vdd ........................ 7.37 µV
  Power per cell area ........................ 9.22 nW/µm²
  Static Leak ........................ 250 nW
  Post-layout total power ........................ 7.41 mW

[Layout]
  Storage cell area ........................ 555000 µm²
  Most frequent logic cell in the layout ........................ sky130_fd_sc_hd__edfxtp_1
  Fraction of layout instances using a drive strength above 1 ........................ 26.7%
  Total area of multi-input combinational cells ........................ 144000 µm²
  Layout area overhead ........................ 14.5%
  Fill cell count ........................ 140027
  Post-route design area ........................ 804000 µm²
  Most frequent logic cells in the routed design ........................ sky130_fd_sc_hd__edfxtp_1 (18468), sky130_fd_sc_hd__mux4_2 (3959), sky130_fd_sc_hd__buf_4 (2062)

[Placed design]
  Input/output buffers ........................ 82
  Place WS ........................ 161.02 ns
  Detailed-placement wirelength estimate ........................ 1280000 µm
  Placer's final routability congestion estimate ........................ 0.921
  Dpl cell area ........................ 745000 µm²

[Status]
  Result of the run ........................ finished, final reports clean

----------------------------------------------------
==> routing by layer <==
| metal | track usage [%] | wire, µm | vias to the layer above |
|---|---|---|---|
| li1 | - | - | 138971 |
| met1 | 25.0 | 555000 | 171847 |
| met2 | 36.6 | 954000 | 27761 |
| met3 | 27.4 | 497000 | 4188 |
| met4 | 10.9 | 113000 | 256 |
| met5 | 7.55 | 13300 | - |
==> final cells by class <==
class,count,area share (%)
diodes,630,0.196
clock buffers,2249,6.01
clock inverters,1056,1.08
inverters,8,0.00560
multi-input cells,11066,18.0
flip-flops and latches,18468,69.0
well taps,23180,3.61
repair buffers,2187,2.16
==> per-stage QoR <==
stage,util [%],std cells,hold WS [ns]
5_1_grt,45.9,58736,0.987
6_report,45.9,58844,0.954
3_3_place_gp,42.6,54909,0.907
3_5_place_dp,42.6,54909,0.927
2_1_floorplan,-,31360,0.781
4_1_cts,45.8,58214,0.943
==> cell usage after synthesis (37+ instances only) <==
cell	count
sky130_fd_sc_hd__a21oi_1	416
sky130_fd_sc_hd__a22oi_1	890
sky130_fd_sc_hd__o2111ai_1	50
sky130_fd_sc_hd__buf_6	52
sky130_fd_sc_hd__mux2_2	81
sky130_fd_sc_hd__o211ai_1	60
sky130_fd_sc_hd__and3_1	49
sky130_fd_sc_hd__o22ai_1	438
sky130_fd_sc_hd__nor2_1	677
sky130_fd_sc_hd__buf_4	126
sky130_fd_sc_hd__nor3_1	75
sky130_fd_sc_hd__nor4_1	110
sky130_fd_sc_hd__mux4_2	3959
sky130_fd_sc_hd__nand3_1	308
sky130_fd_sc_hd__a211oi_1	204
sky130_fd_sc_hd__o21ai_0	390
sky130_fd_sc_hd__buf_2	784
sky130_fd_sc_hd__mux2i_1	1853
sky130_fd_sc_hd__nand4_1	241
sky130_fd_sc_hd__buf_1	215
sky130_fd_sc_hd__edfxtp_1	18468
sky130_fd_sc_hd__a22o_1	112
sky130_fd_sc_hd__nor2b_1	76
sky130_fd_sc_hd__a221oi_1	145
sky130_fd_sc_hd__clkbuf_1	640
sky130_fd_sc_hd__nand2_1	606
sky130_fd_sc_hd__a31oi_1	37
==> critical path, stage by stage <==
cell                       delay [ns]
sky130_fd_sc_hd__buf_16          0.17
sky130_fd_sc_hd__buf_4           0.67
sky130_fd_sc_hd__buf_4           0.59
sky130_fd_sc_hd__buf_4           0.53
sky130_fd_sc_hd__buf_4           0.44
sky130_fd_sc_hd__buf_4           0.57
sky130_fd_sc_hd__buf_4           0.63
sky130_fd_sc_hd__buf_4           0.69
sky130_fd_sc_hd__buf_4           0.60
sky130_fd_sc_hd__buf_4           0.63
sky130_fd_sc_hd__buf_4           0.65
sky130_fd_sc_hd__mux4_2          0.60
sky130_fd_sc_hd__mux2i_1         0.16
sky130_fd_sc_hd__o21ai_0         0.13
sky130_fd_sc_hd__o21a_1          0.35
sky130_fd_sc_hd__a21oi_1         0.71
sky130_fd_sc_hd__nand4_1         1.02
sky130_fd_sc_hd__nand4b_1        0.51
==> cells by family after synthesis <==
group	after synthesis	synth area share [%]
buffers and inverters	1826	1.24
DFF	18468	79.0
AOI/OAI and AO/OA	2934	2.84
and+or+nand+nor	2239	1.49
muxes	5893	15.5
==> state kept, by name, summed over array words and instances (netlist names) <==
register,flops
ram,18432
DO,36
==> how the worst max path moves through the flow <==
stage          from          endpoint  slack, ns  cells after the start
CTS           AD[5]  DO[17]$_DFFE_PN_     162.42                     18
global route  AD[5]  DO[17]$_DFFE_PN_     162.06                     18
finish        AD[5]  DO[17]$_DFFE_PN_     162.61                     18
==> report_power, final <==
part	internal (mW)	switching, mW	leakage [nW]
Combinational	0.111	0.234	56.0
Clock	1.76	1.33	27.9
Sequential	3.98	0.00496	166
No activity file was given, so power comes from the tool's default toggle rates.
